## flow/design.v

```verilog
module ALU (rd, rs, rt, Opcode, flag_out, flags_in);
    input [15:0] rs, rt;
    input [3:0] Opcode;
    input [2:0] flags_in; 
    output reg [15:0] rd;
    output reg [2:0] flag_out; 
    wire [15:0] Sum;
    wire Ovfl;
    wire [15:0] A_complemented;
    wire [15:0] B_complemented;
    wire [15:0] Sum_intermediate;
    wire [15:0] Cin_intermediate;
    wire Cout;
    assign A_complemented = rs;
    assign B_complemented = Opcode[0] ? ~rt : rt; 
    CLA_16bit CLAADDSUB(.Sum(Sum_intermediate), .A(rs), .B(B_complemented), .Cin(Opcode[0]), .Cout(Cout), .Ovfl(Ovfl));
    assign Sum = (Ovfl & ~(A_complemented[15] ^ B_complemented[15])) ? (A_complemented[15] ? 16'h100 : 16'h7FFF ) : Sum_intermediate; 
    wire [11:0] sum1, sum2;   
    wire [15:0] final_sum;   
    wire [3:0] lower_sum1, upper_sum1, lower_sum2, upper_sum2;
    wire [3:0] lower_final_sum, upper_final_sum, final_upper;
    wire carry1, carry2, carry_out1, carry_out2, final_carry, final_carry2, final_carry3;
    CLA_4bit add_upper_rs_rt(.A(rs[3:0]), .B(rt[3:0]), .Cin(1'b0), .Sum(lower_sum1), .Cout(carry_out1));
    CLA_4bit add_lower_rs_rt(.A(rs[7:4]), .B(rt[7:4]), .Cin(carry_out1), .Sum(lower_sum2), .Cout(carry1));
    CLA_4bit add_upper_rs_rt_2(.A(rs[11:8]), .B(rt[11:8]), .Cin(1'b0), .Sum(upper_sum1), .Cout(carry_out2));
    CLA_4bit add_lower_rs_rt_2(.A(rs[15:12]), .B(rt[15:12]), .Cin(carry_out2), .Sum(upper_sum2), .Cout(carry2));
    assign sum1 = {{3{carry1}}, carry1, lower_sum2, lower_sum1};
    assign sum2 = {{3{carry2}}, carry2, upper_sum2, upper_sum1};
    CLA_4bit add_final_lower(.A(sum1[3:0]), .B(sum2[3:0]), .Cin(1'b0), .Sum(lower_final_sum), .Cout(final_carry));
    CLA_4bit add_final_upper2(.A(sum1[7:4]), .B(sum2[7:4]), .Cin(final_carry), .Sum(upper_final_sum), .Cout(final_carry2));
    CLA_4bit add_final_upper3(.A(sum1[11:8]), .B(sum2[11:8]), .Cin(final_carry2), .Sum(final_upper), .Cout(final_carry3)); 
    assign final_sum = {{4{final_carry3}}, final_upper, upper_final_sum, lower_final_sum};
    wire [15:0] ror_data1, ror_data2, ror_data3, ror_data4;
    assign ror_data1 = rt[0] ? {rs[0], rs[15:1]} : rs;
    assign ror_data2 = rt[1] ? {ror_data1[1:0], ror_data1[15:2]} : ror_data1;
    assign ror_data3 = rt[2] ? {ror_data2[3:0], ror_data2[15:4]} : ror_data2;
    assign ror_data4 = rt[3] ? {ror_data3[7:0], ror_data3[15:8]} : ror_data3;
  wire [15:0] Sum_PADDSB; 
  PSA_16bit PSA(.A(rs), .B(rt), .Sum(Sum_PADDSB), .Error( ));
    wire [15:0] Shift_Out;
    wire [15:0] a, b, c, d;
    assign a = rt[0] ? ( Opcode[0] ? { rs[15], rs[15:1] } : { rs[14:0] , 1'b0 } ) : rs;
    assign b = rt[1] ? ( Opcode[0] ? { {2{a[15]}} , a[15:2] } : { a[13:0] , {2{1'b0}} } ) : a;
    assign c = rt[2] ? ( Opcode[0] ? { {4{b[15]}} , b[15:4] } : { b[11:0] , {4{1'b0}} } ) : b;
    assign d = rt[3] ? ( Opcode[0] ? { {8{c[15]}} , c[15:8] } : { c[7:0] , {8{1'b0}} } ) : c;
    assign Shift_Out = d;
    wire [15:0] temp_addr; 
    wire [15:0] Sum_intermediate_mem;
    wire [16:0] Cout_intermediate_mem;
    assign temp_addr = rs & 16'hFFFE; 
CLA_16bit CLAMEM(.Sum(Sum_intermediate_mem), .A(temp_addr), .B(rt), .Cin(1'b0), .Cout( )); 
    always@(*)begin
        case(Opcode)
            4'b0000: begin  
		    rd = Sum;
    		    flag_out[2] = Sum[15];
    		    flag_out[1] = Ovfl; 
    		    flag_out[0] = Sum == 0 ? 1'b1 : 1'b0; 
	    end 
            4'b0001: begin  
		    rd = Sum;
    		    flag_out[2] = Sum[15];
    		    flag_out[1] = Ovfl; 
    		    flag_out[0] = Sum == 0 ? 1'b1 : 1'b0; 
	    end 
            4'b0010: begin  
		    rd = rs ^ rt; 
		    flag_out = (rd == 0) ? {flags_in[2:1], 1'b1} : flags_in; 
	    end 
            4'b0011: begin  
		    rd = final_sum;
		    flag_out = flags_in;
	    end 
            4'b0100: begin  
		    rd = Shift_Out; 
		    flag_out = (rd == 0) ? {flags_in[2:1], 1'b1} : flags_in; 
	    end 
            4'b0101: begin  
		    rd = Shift_Out; 
		    flag_out = (rd == 0) ? {flags_in[2:1], 1'b1} : flags_in; 
	    end 
            4'b0110: begin  
		    rd = ror_data4; 
		    flag_out = (rd == 0) ? {flags_in[2:1], 1'b1} : flags_in; 
	    end 
            4'b0111: begin  
		    rd = Sum_PADDSB; 
			flag_out = flags_in;
	    end 
            4'b1000: begin  
		    rd = Sum_intermediate_mem;
			flag_out = flags_in;
	    end 
            4'b1001: begin  
		    rd = Sum_intermediate_mem;
			flag_out = flags_in;
	    end 
            default: begin  
 			rd = rs;
		   flag_out = flags_in;
	    end
        endcase
    end
endmodule
module CLA_16bit(
    input [15:0] A,   
    input [15:0] B,   
    input Cin,        
    output [15:0] Sum,   
    output Cout,        
    output Ovfl
);
wire C1, C2, C3;
CLA_4bit CLA1(
    .A(A[3:0]),
    .B(B[3:0]),
    .Cin(Cin),
    .Sum(Sum[3:0]),
    .Cout(C1),
    .Ovfl()
);
CLA_4bit CLA2(
    .A(A[7:4]),
    .B(B[7:4]),
    .Cin(C1),
    .Sum(Sum[7:4]),
    .Cout(C2),
    .Ovfl() 
);
CLA_4bit CLA3(
    .A(A[11:8]),
    .B(B[11:8]),
    .Cin(C2),
    .Sum(Sum[11:8]),
    .Cout(C3),
    .Ovfl() 
);
CLA_4bit CLA4(
    .A(A[15:12]),
    .B(B[15:12]),
    .Cin(C3),
    .Sum(Sum[15:12]),
    .Cout(Cout),
    .Ovfl(Ovfl)
);
endmodule
module CLA_4bit(
    input [3:0] A,   
    input [3:0] B,   
    input Cin,       
    output [3:0] Sum,   
    output Cout,       
    output Ovfl
);
    wire [3:0] G;  
    wire [3:0] P;  
    wire [4:0] C;  
    assign G = A & B;  
    assign P = A ^ B;  
    assign C[0] = Cin;  
    assign C[1] = G[0] | (P[0] & C[0]);
    assign C[2] = G[1] | (P[1] & C[1]);
    assign C[3] = G[2] | (P[2] & C[2]);
    assign C[4] = G[3] | (P[3] & C[3]);
    assign Sum = P ^ C[3:0];  
    assign Cout = C[4];  
    assign Ovfl = C[4] ^ C[3]; 
endmodule
module dff (q, d, wen, clk, rst);
    output         q;  
    input          d;  
    input 	   wen;  
    input          clk;  
    input          rst;  
    reg            state;
    assign q = state;
    always @(posedge clk) begin
      state = rst ? 0 : (wen ? d : state);
    end
endmodule
module EX(
    input clk, 
    input rst,
    input rf_write, dm_write, memtoreg,
    input [1:0] lb, alu_src,
    input [2:0] branch,
    input [15:0] inst, pc_new, rf_data_out1, rf_data_out2, 
    input [3:0] rf_read_reg1, rf_read_reg2, rf_write_reg,
    input [15:0] exex_data1, exex_data2, memex_data1, memex_data2,
    input [1:0] mux1, mux2,
    output rf_write_out, dm_write_out, memtoreg_out,
    output [15:0] rf_data_out2_out, result_out,
    output [3:0] rf_read_reg1_out, rf_read_reg2_out, rf_write_reg_out,
    output [2:0] flags_out, branch_out
);
    wire [15:0] alu_input, alu_result, lb_input, result;
    wire [2:0] flags, flags_r;
     wire[15:0] alu_in1, alu_in2;
    assign alu_in1 = mux1[1] ? exex_data1 : (mux1[0] ? memex_data1 : rf_data_out1);
    assign alu_in2 = mux2[1] ? exex_data2 : (mux2[0] ? memex_data2 : rf_data_out2);
    assign alu_input = alu_src[0] ? {{12{1'b0}}, inst[3:0]} :
                       (alu_src[1]) ? {{12{inst[3]}}, inst[3:0]} << 1 :
                       alu_in2;
    ALU lu (.Opcode(inst[15:12]), .rs(alu_in1), .rt(alu_input), .flag_out(flags), .rd(alu_result), .flags_in(flags_r));
    Flag_Register FG(.clk(clk), .rst(rst), .D(flags), .Q(flags_r));
    assign flags_out = flags_r;
    assign lb_input = lb[1] ? ((alu_in1 & 16'h00FF) | inst[7:0] << 8) :
                      ((alu_in1 & 16'hFF00) | inst[7:0]);
    assign result = lb[0] ? lb_input :
                    (branch[1] & branch[0]) ? pc_new :
                    alu_result;
    EXMEM_Register EXMEM(
        .clk(clk),
        .rst(rst),
        .wen(1'b1),
	.branch_d(branch),
        .rf_write_d(rf_write),
        .dm_write_d(dm_write),
        .memtoreg_d(memtoreg),
        .rf_data_out2_d(rf_data_out2),
        .rf_read_reg1_d(rf_read_reg1),
        .rf_read_reg2_d(rf_read_reg2),
        .rf_write_reg_d(rf_write_reg),
        .result_d(result),
        .rf_write_q(rf_write_out),
        .dm_write_q(dm_write_out),
        .memtoreg_q(memtoreg_out),
        .rf_data_out2_q(rf_data_out2_out),
        .rf_read_reg1_q(rf_read_reg1_out),
        .rf_read_reg2_q(rf_read_reg2_out),
        .rf_write_reg_q(rf_write_reg_out),
        .result_q(result_out),
	.branch_q(branch_out)
    );
endmodule
module EXMEM_Register(
    input clk, 
    input rst, 
    input wen,
    input rf_write_d, dm_write_d, memtoreg_d,
    output rf_write_q, dm_write_q, memtoreg_q,
    input [2:0] branch_d,
    output [2:0] branch_q,
    input [15:0] rf_data_out2_d, 
    input [3:0]rf_read_reg1_d, rf_read_reg2_d, rf_write_reg_d,
    output [15:0] rf_data_out2_q,
    output [3:0] rf_read_reg1_q, rf_read_reg2_q, rf_write_reg_q,
    input [15:0] result_d,
    output[15:0] result_q
);
    dff DFF1 (.q(rf_write_q), .d(rf_write_d), .wen(wen), .clk(clk), .rst(rst));
    dff DFF2 (.q(dm_write_q), .d(dm_write_d), .wen(wen), .clk(clk), .rst(rst));
    dff DFF3 (.q(memtoreg_q), .d(memtoreg_d), .wen(wen), .clk(clk), .rst(rst));
    dff DFF4 [15:0] (.q(rf_data_out2_q), .d(rf_data_out2_d), .wen(wen), .clk(clk), .rst(rst)); 
    dff DFF5 [3:0] (.q(rf_read_reg1_q), .d(rf_read_reg1_d), .wen(wen), .clk(clk), .rst(rst)); 
    dff DFF6 [3:0] (.q(rf_read_reg2_q), .d(rf_read_reg2_d), .wen(wen), .clk(clk), .rst(rst)); 
    dff DFF7 [3:0] (.q(rf_write_reg_q), .d(rf_write_reg_d), .wen(wen), .clk(clk), .rst(rst)); 
    dff DFF8 [15:0] (.q(result_q), .d(result_d), .wen(wen), .clk(clk), .rst(rst)); 
   dff DFF9 [2:0] (.q(branch_q), .d(branch_d), .wen(wen), .clk(clk), .rst(rst)); 
endmodule
module Flag_Register(clk, rst, D, Q);
    input clk, rst;
    input [2:0] D;
    output [2:0] Q;
    dff N(.q(Q[2]), .d(D[2]), .wen(1'b1), .clk(clk), .rst(rst));
    dff V(.q(Q[1]), .d(D[1]), .wen(1'b1), .clk(clk), .rst(rst));
    dff Z(.q(Q[0]), .d(D[0]), .wen(1'b1), .clk(clk), .rst(rst));
endmodule
module PSA_16bit(Sum, Error, A, B, );
    input [15:0] A, B;
    output [15:0] Sum;
    output Error;
    wire O1, O2, O3, O4;
    wire [15:0] checkSum;
    addsub_4bit A1( .A(A[15:12]), .B(B[15:12]), .Sum(checkSum[15:12]), .Ovfl(O1), .sub(1'b0));
    addsub_4bit A2( .A(A[11:8]), .B(B[11:8]), .Sum(checkSum[11:8]), .Ovfl(O2), .sub(1'b0));
    addsub_4bit A3( .A(A[7:4]), .B(B[7:4]), .Sum(checkSum[7:4]), .Ovfl(O3), .sub(1'b0));
    addsub_4bit A4( .A(A[3:0]), .B(B[3:0]), .Sum(checkSum[3:0]), .Ovfl(O4), .sub(1'b0));
    assign Sum[3:0] = (O4 & ~(A[3] ^ B[3])) ? (A[3] ? 4'h1 : 4'h7 ) : checkSum[3:0]; 
    assign Sum[7:4] = (O3 & ~(A[7] ^ B[7])) ? (A[7] ? 4'h1 : 4'h7 ) : checkSum[7:4]; 
    assign Sum[11:8] = (O4 & ~(A[11] ^ B[11])) ? (A[11] ? 4'h1 : 4'h7 ) : checkSum[11:8]; 
    assign Sum[15:12] = (O4 & ~(A[15] ^ B[15])) ? (A[15] ? 4'h1 : 4'h7 ) : checkSum[15:12]; 
    assign Error = O1 | O2 | O3 | O4;
endmodule
module addsub_4bit (Sum, Ovfl, A, B, sub);
	input [3:0] A, B;
	input sub;
	output [3:0] Sum;
	output Ovfl;
    wire c1, c2, c3, c4;
	full_adder_1bit FA1( .A(A[0]), .B(B[0] ^ sub), .Cin(sub), .S(Sum[0]), .Cout(c1));
	full_adder_1bit FA2( .A(A[1]), .B(B[1] ^ sub), .Cin(c1), .S(Sum[1]), .Cout(c2));
	full_adder_1bit FA3( .A(A[2]), .B(B[2] ^ sub), .Cin(c2), .S(Sum[2]), .Cout(c3));
	full_adder_1bit FA4( .A(A[3]), .B(B[3] ^ sub), .Cin(c3), .S(Sum[3]), .Cout(c4));
    assign Ovfl = c4 ^ c3;
endmodule
module full_adder_1bit (A, B, Cin, S, Cout);
    input A, B, Cin;
    output S, Cout;
    wire D;
    assign D = A ^ B;
    assign S = Cin ^ D;
    assign Cout = (Cin & D) | (A & B);
endmodule
```

## flow/run.sh

```bash
#!/bin/bash
# OpenROAD 26Q1-2900-gdf79404cd8, Yosys 0.63+post, stock flow scripts
make -C /OpenROAD-flow-scripts/flow DESIGN_CONFIG=/design/flow/config.mk WORK_HOME=/design/flow/orfs finish
```

## flow/config.mk

```make
export PLATFORM = sky130hd
export DESIGN_NAME = EX
export DESIGN_NICKNAME = EX
export VERILOG_FILES = /design/flow/design.v
export SDC_FILE = /design/flow/constraint.sdc
export NUM_CORES = 4
export LEC_CHECK = 1
export CORE_UTILIZATION = 40
```

## flow/constraint.sdc

```tcl
current_design EX

set clk_period 17.1
set clk_io_pct 0.2

create_clock -name clk0 -period $clk_period [get_ports {clk}]

set non_clock_inputs [all_inputs -no_clocks]
set_input_delay [expr $clk_period * $clk_io_pct] -clock clk0 $non_clock_inputs
set_output_delay [expr $clk_period * $clk_io_pct] -clock clk0 [all_outputs]
```

==> reports/results.ini <==
[run_status]
status = finished clean

[floorplanning]
initCoreUtil = 0.410
core_area_um2 = 21100
fp-row-count = 53
io_pins = 209
die_w_um = 149
dieHeight_um = 149
dieArea_um2 = 22200

[critical_path]
endpoint_kind = register
critPathKind = in -> reg
worst_ep_required_time_ps = 17260
critPathMaxStageDelay_ps = 950
slowest_stage = clkdlybuf4s50_1
critPathLaunchType = input port
arrival_ps = 13360
path_buffers = 8
cp_max_fo = 48
rrSetupSlack_ps = 16330
cpMostUsedCell = fa_1
cp_top_family = adder cells

[timing]
relSlewSlack = 0.412
finalClockPeriodUsage = 0.772
skew_ps = 0
finalCriticalPeriod_ps = 13200
rsz0062_at_grt = no
setup_viol = 0
clock.fmax_mhz = 75.7
setup_tns_ps = 0
hold_viol = 0
worst_pin_slew_ps = 876
drv_slew = 0

[clock_tree]
cts-buffers-inserted = 5
worst_skew_pair.late_latency_ps = 280
clk_pin_slew_ps = 80
cts_max_path_buffers = 2
cts_tree = built
htreeDepth = 2
cts_root_buf = clkbuf_16
cts.sinks = 53
ctsResizeCount = 0
holdBufCountCts = 0
post-cts-setup-buffers = 0

[job]
max-cap-violations = 0
warnings = 47

[place]
place_congestion = 1.01
dp_hpwl_mm = 26.5
io_buffer_count = 204
dp.cells = 1481

[routing]
dr.first_iter.drc_count = 690
vias_per_cell = 6.00
vias = 8936
detail_route.first_pass.iterations = 6
drcViolationCount = 0
wl_mm = 34.3
diodes = 0
postRouteAntennaNets = 0
drt-wirelength-per-cell_um = 23.0

[synth]
ys_seq_frac = 0.123
async_flop_share = 0
avgSynthCellArea_um2 = 7.87
ys_types = 80
synth_area_um2 = 8650
yosysChipArea_um2 = 8650
edf_count = 0
postSynthCellCount = 1100
synth_top_flop_cell = dfxtp_1
ys_ff = 53
ys_cells = 1100
yosys_warnings = 2

[hold_path]
hold_path.class = reg -> reg

[final_layout]
final_cells = 1489
layout.cells.most_common = clkdlybuf4s50_1
drive_gt1_frac = 0.0832
final_util = 0.509
syn_to_final_growth_pct = 24.0
most-common-layout-cells = clkdlybuf4s50_1 (202), nor2_1 (95), a21oi_1 (84)

[global_route]
antenna_found_initial = 0
overflow = 0
grt.total_usage = 0.320
grt_max_degree = 55
grt_pass1_wl_mm = 51.3
grt_pass1_vias = 8626

[pwr]
finalPower_uw = 685
p_per_area_nw_per_um2 = 63.9
p_leak_nw = 3.99
peakVddDrop_mv = 0.0440

==> per-layer routing <==
layer | part of all wire | wire length, µm | up-vias | global-route usage
met5 | 0 | 0 | - | 0
met4 | 0.031 | 1050 | 0 | 0.0816
li1 | - | - | 4193 | -
met3 | 0.099 | 3390 | 70 | 0.0877
met2 | 0.46 | 15700 | 468 | 0.483
met1 | 0.41 | 14200 | 4205 | 0.461
==> per-stage QoR <==
stage	setup WS, ps	hold WS (ps)	cell area [µm²]
3_5_place_dp	3700	475	10600
2_1_floorplan	4990	456	8650
6_report	3900	485	10700
5_1_grt	3240	518	10700
4_1_cts	3960	492	10700
3_3_place_gp	3640	473	10600
==> registers in the layout, summed over array words and instances, names as in the netlist <==
register / flops
EXMEM.DFF1.state: 1
EXMEM.DFF2.state: 1
EXMEM.DFF8.state: 16
FG.Z.state: 1
EXMEM.DFF9.state: 3
EXMEM.DFF4.state: 16
EXMEM.DFF7.state: 4
FG.V.state: 1
FG.N.state: 1
EXMEM.DFF6.state: 4
EXMEM.DFF5.state: 4
EXMEM.DFF3.state: 1
==> cell usage after synthesis (9+ instances only) <==
| cell type | instances | area, µm² |
|---|---|---|
| nand4_1 | 11 | 68.8 |
| dfxtp_1 | 53 | 1060 |
| clkbuf_1 | 52 | 195 |
| mux2_2 | 23 | 259 |
| a221oi_1 | 23 | 201 |
| a21oi_1 | 84 | 420 |
| buf_4 | 50 | 375 |
| fa_1 | 61 | 1220 |
| o211ai_1 | 19 | 143 |
| nand2_1 | 83 | 312 |
| o311ai_0 | 9 | 78.8 |
| ha_1 | 18 | 225 |
| a211oi_1 | 25 | 188 |
| inv_1 | 51 | 191 |
| nand3_1 | 17 | 85.1 |
| a31oi_1 | 9 | 56.3 |
| buf_2 | 15 | 75.1 |
| nor2_1 | 95 | 357 |
| nand2b_1 | 23 | 144 |
| nor3_1 | 23 | 115 |
| nor2b_1 | 36 | 225 |
| buf_1 | 11 | 41.3 |
| mux4_2 | 17 | 383 |
| nor4_1 | 20 | 125 |
| xnor2_1 | 14 | 123 |
| o21ai_0 | 83 | 415 |
| mux2i_1 | 46 | 460 |
==> worst register-to-register path, cell delays in order (launching register included) <==
cell,delay (ps)
dfxtp_1,360
a21oi_1,60
a221oi_2,270
==> path summary, 6_finish.rpt <==
| path | from | end | depth (start not counted) |
|---|---|---|---|
| setup / recovery | alu_src[1] | EXMEM.DFF8[6].state | 34 |
| hold / removal | FG.V.state | FG.V.state | 2 |
| setup reg to reg | FG.Z.state | FG.Z.state | 2 |
| hold reg to reg | FG.V.state | FG.V.state | 2 |
==> report_power, final <==
| part | internal, mW | switching, mW |
|---|---|---|
| clock | 0.0694 | 0.0475 |
| sequential | 0.132 | 0.00219 |
| combinational | 0.183 | 0.251 |
==> final cells by class <==
type | count | area, µm²
sequential | 53 | 1060
fill | 2069 | 10400
multi-input combinational | 857 | 6650
timing repair buffer | 237 | 2280
inverter | 59 | 224
clock buffer | 5 | 125
clock inverter | 3 | 43.8
tap | 275 | 344
==> cells by family after synthesis <==
family          share of synthesized area
compound gates                      0.257
buf+inv                             0.109
fa+ha+maj                           0.167
xor+xnor                           0.0162
simple gates                        0.189
flops                               0.123
mux                                 0.138
