$ cat ./design.v
module Shifter(Shift_Out, Shift_In, Shift_Val, Mode);
    input [15:0] Shift_In;
    input[3:0] Shift_Val;
    input Mode;
    output [15:0] Shift_Out;
    wire [15:0] a, b, c, d;
    assign a = Shift_Val[0] ? ( Mode ? { Shift_In[15], Shift_In[15:1] } : { Shift_In[14:0] , 1'b0 } ) : Shift_In;
    assign b = Shift_Val[1] ? ( Mode ? { {2{a[15]}} , a[15:2] } : { a[13:0] , {2{1'b0}} } ) : a;
    assign c = Shift_Val[2] ? ( Mode ? { {4{b[15]}} , b[15:4] } : { b[11:0] , {4{1'b0}} } ) : b;
    assign d = Shift_Val[3] ? ( Mode ? { {8{c[15]}} , c[15:8] } : { c[7:0] , {8{1'b0}} } ) : c;
    assign Shift_Out = d;
endmodule
$ cat ./run.sh
#!/bin/bash
# OpenROAD 26Q1-2900-gdf79404cd8, Yosys 0.63+post, stock flow scripts
make -C /OpenROAD-flow-scripts/flow DESIGN_CONFIG=/design/flow/config.mk WORK_HOME=/design/flow/orfs finish
$ cat ./config.mk
export PLATFORM = sky130hd
export DESIGN_NAME = Shifter
export DESIGN_NICKNAME = Shifter
export VERILOG_FILES = /design/flow/design.v
export SDC_FILE = /design/flow/constraint.sdc
export NUM_CORES = 4
export LEC_CHECK = 1
export CORE_AREA = 10 10 93 93
export DIE_AREA = 0 0 103 103
$ cat ./constraint.sdc
current_design Shifter

set clk_period 3.6
set clk_io_pct 0.2

create_clock -name clk0 -period $clk_period

set non_clock_inputs [all_inputs -no_clocks]
set_input_delay [expr $clk_period * $clk_io_pct] -clock clk0 $non_clock_inputs
set_output_delay [expr $clk_period * $clk_io_pct] -clock clk0 [all_outputs]
==> reports/results.ini <==
[grt]
use_met3_pct = 1.557
use_met2_pct = 23.35
grt_pass1_wl_mm = 11.77
use_met1_pct = 18.93
grt_max_degree = 33
top_usage_layer = met2
grt_pass1_vias = 2164
grt-ovfl-total = 0
track_usage_pct = 13.95
antenna_found_initial = 0

[timing]
slew_headroom_pct = 71.01
holdWs_ps = 2464
grt_setup_unrepaired = false
setup-violations-final = 0
fmax_ghz = 0.2860
slew_violations = 0
min_period_ps = 3496
finalClockPeriodUsage_pct = 97.11
hold_violations = 0
fin_tns_setup_ps = 0
tightest_slew_ps = 422.8

[setup_path]
critPathArrivalTime_ps = 2780
worst_setup_path_end_kind = output pin
cp_max_fo = 6
crit_type = in2out
critPathLaunchType = primary input
crit_required_ps = 2880

[routing]
avgRoutedWirePerCell_um = 19.56
antenna_cells = 0
final_antenna_net_count = 0
dr_total_vias = 2263
drt-pass1-iter-count = 6
routed_wl_mm = 7.491
drc_errors = 0
drt_iter0_drc = 238
via_per_inst = 5.909

[finish]
drive_above_1_share_pct = 19.47
fill_cells = 720
fin_cells = 383
nClkBuffers = 0
area_delta_synth_final_pct = 45.26
ff_count = 0
flop_area_um2 = 0

[synth]
synthTopLogicFamily = AND-OR/OR-AND gates
topCellsByArea = mux2i_1 (20%), o21ai_0 (5.7%), nor2_1 (5.6%), a211oi_1 (4.0%), a21oi_1 (3.6%)
simple_gate_share_pct = 28.04
syn-cell-area_um2 = 1678
synth_seq_share_pct = 0
yosys_warnings = 0
ys_types = 50
top_cell_area_share_pct = 19.69
yosys_area_um2 = 1678
avgSynthCellArea_um2 = 6.711
synthAoiAreaFrac_pct = 38.85
yosys.area_share.xor_xnor_pct = 0
postSynthCellCount = 250
ys_sh_adder_pct = 0
synth.largest_area_cell = mux2i_1
mux_share_pct = 23.04
synth_stat.cells = 250

[die]
die_h_um = 103
rows = 30
fp_util_pct = 24.83
io_pins = 37
die_w_um = 103
core_area_um2 = 6756
dieArea_um2 = 10610

[placed_design]
gp_congestion = 0.9906
post-dp-hpwl_mm = 5.798
port_buffers = 37
dp_cells = 382

[flow_run]
cap_violations = 0
tool_warnings = 32

[pwr]
ir_worst_vdd_mv = 0.03650
power_leakage_nw = 0.9768
powerDensity_nw_per_um2 = 136.5

[run_status]
status = finished, final reports clean

[hold_path]
min_path_type = in2out

[cts]
cts_hold_buf = 0

synthesized netlist by cell type (3+ instances only):
cell / number
nor3_1: 12
o31ai_1: 6
nand2b_1: 9
a21oi_1: 12
buf_4: 5
mux2i_1: 33
a211oi_2: 4
o21ai_0: 19
nand4_1: 5
o22ai_1: 8
a211oi_1: 9
buf_2: 9
nor4_1: 4
clkbuf_1: 7
o21ai_1: 3
nand2_1: 16
nor2_1: 25
buf_6: 4
o2111ai_1: 4
nor2b_1: 4
inv_1: 3
nand3_1: 8
o211ai_1: 8
worst max-delay path: stages:
cell             delay, ps
clkdlybuf4s50_1        630
nand2_1                110
a31o_1                 220
mux4_2                 450
o211ai_1               160
clkdlybuf4s50_1        480
cells in the final DEF (no fill, tap or decap), types with 2 or more instances in the layout:
master and count:
buf_4 35, mux2i_1 33, clkdlybuf4s50_1 32, nor2_1 25, o21ai_0 19, nand2_1 16, nor3_1 12, a21oi_1 10
nand2b_1 9, o211ai_1 8, nand3_1 8, o22ai_1 8, a211oi_2 8, o31ai_1 6, buf_12 6, a211oi_1 5
nand4_1 5, nor2b_1 4, nor4_1 4, o2111ai_1 4, dlymetal6s2s_1 4, inv_1 3, o21ai_1 3, a31oi_1 2
and2_1 2, o21bai_1 2, a21oi_2 2, mux4_2 2, nand3b_1 2, a21o_1 2
logic make-up (layout without fill, tap and decap cells):
| group | count (synthesis) | count (layout) |
|---|---|---|
| AOI/OAI and AO/OA | 93 | 93 |
| and+or+nand+nor | 92 | 92 |
| muxes | 36 | 36 |
| buffers and inverters | 29 | 82 |
layout make-up:
type / instances / area, um^2 / share of cell area [%]
inverters: 3 / 11.26 / 0.4620
multi-input cells: 221 / 1543 / 63.30
well taps: 80 / 100.1 / 4.107
repair buffers: 79 / 783.3 / 32.14
stage by stage:
step | instance area (um^2) | total power [mW] | util, % | setup WS [ps]
floorplan | 1678 | 0.1622 | - | 1093
global placement | 2369 | 0.3221 | 35.06 | 7.045
detailed placement | 2369 | 0.3204 | 35.06 | 7.636
CTS | 2372 | 0.3226 | 35.11 | 4.011
global route | 2437 | 0.3611 | 36.07 | 6.411
finish | 2437 | 0.3328 | 36.07 | 104.1
report_power, final:
| part | leakage, nW | internal (mW) | switching, mW |
|---|---|---|---|
| clock network | 0 | 0 | 0 |
| logic | 0.977 | 0.167 | 0.166 |
| registers | 0 | 0 | 0 |
| total | 0.977 | 0.167 | 0.166 |
path summary, 6_finish.rpt:
kind              slack (ps)      endpoint  cells past startpoint          from
setup / recovery         100  Shift_Out[2]                      6  Shift_In[15]
hold / removal          2460  Shift_Out[1]                      4  Shift_Val[0]
layer usage:
| layer | part of all wire, % | vias to the layer above |
|---|---|---|
| li1 | - | 1088 |
| met1 | 44 | 1044 |
| met2 | 47 | 115 |
| met3 | 6.9 | 16 |
| met4 | 2.4 | 0 |
| met5 | 0 | - |
what timing repair did:
| item | CTS | global route |
|---|---|---|
| buffers inserted | 0 | 0 |
| pin swaps | 0 | 4 |
| cloned | 0 | 1 |
| endpoints found under the setup margin | 1 | 12 |
| gates resized | 1 | 11 |
No activity file was given, so power comes from the tool's default toggle rates.
